`./design.v`:
```
module APB_SLAVE #(
    parameter ADDR_WIDTH = 8,              
    parameter DATA_WIDTH = 32,             
    parameter BASE_ADDR  = 24'h400000       
)(
    input  wire                    PCLK,      
    input  wire                    PRESETn,   
    input  wire                    PSEL,      
    input  wire                    PENABLE,   
    input  wire                    PWRITE,    
    input  wire [31:0]             PADDR,     
    input  wire [DATA_WIDTH-1:0]   PWDATA,    
    output reg  [DATA_WIDTH-1:0]   PRDATA,    
    output reg                     PREADY,    
    output reg  [1:0]              PSLVERR    
);
    localparam MEM_DEPTH = 1 << ADDR_WIDTH;
    reg [DATA_WIDTH-1:0] memory [0:MEM_DEPTH-1];
    always @(posedge PCLK or negedge PRESETn) begin
        if (!PRESETn) begin
            PRDATA   <= {DATA_WIDTH{1'b0}};
            PREADY   <= 1'b0;
            PSLVERR  <= 2'b00;
        end else begin
            PREADY <= 1'b0;
            PSLVERR <= 2'b00;
            if (PSEL && PENABLE) begin
                PREADY <= 1'b1;
                if (PADDR[31:ADDR_WIDTH] == BASE_ADDR) begin
                    if (PWRITE) begin
                        memory[PADDR[ADDR_WIDTH-1:0]] <= PWDATA;
                    end else begin
                        PRDATA <= memory[PADDR[ADDR_WIDTH-1:0]];
                    end
                end else begin
                    PSLVERR <= PWRITE ? 2'b01 : 2'b10;  
                end
            end
        end
    end
endmodule
```
`./run.sh`:
```
#!/bin/bash
# OpenROAD 26Q1-2900-gdf79404cd8, Yosys 0.63+post, stock flow scripts
make -C /OpenROAD-flow-scripts/flow DESIGN_CONFIG=/design/flow/config.mk WORK_HOME=/design/flow/orfs finish
```
`./config.mk`:
```
export PLATFORM = sky130hd
export DESIGN_NAME = APB_SLAVE
export DESIGN_NICKNAME = APB_SLAVE
export VERILOG_FILES = /design/flow/design.v
export SDC_FILE = /design/flow/constraint.sdc
export NUM_CORES = 4
export LEC_CHECK = 1
export CORE_UTILIZATION = 30
```
`./constraint.sdc`:
```
current_design APB_SLAVE

set clk_period 3.0
set clk_io_pct 0.2

create_clock -name clk0 -period $clk_period [get_ports {PCLK}]

set non_clock_inputs [all_inputs -no_clocks]
set_input_delay [expr $clk_period * $clk_io_pct] -clock clk0 $non_clock_inputs
set_output_delay [expr $clk_period * $clk_io_pct] -clock clk0 [all_outputs]
```
==> tab_implementation.tex <==
% Auto-generated results table
\begin{tabular}{lr}
\hline
Metric & Value \\
\hline
\multicolumn{2}{l}{\textbf{Critical path}} \\
Worst setup startpoint & PADDR[3] \\
Terminus of the critical flop-to-flop path & PRDATA[30]\$\_DFFE\_PN0P\_ \\
WS Path Type & in2reg \\
Largest driver fanout on the critical path & 9 \\
R2r worst-path depth & 6 \\
Critical path arrival & 4.57 ns \\
Worst reg-to-reg setup slack & -0.33 ns \\
Endpoint class of the critical path & flip-flop \\
Required time of the worst setup path & 4.11 ns \\
Critical Path End & PRDATA[30]\$\_DFFE\_PN0P\_ \\
Startpoint Class & primary input \\
Startpoint of the lowest-slack register-to-register path & memory[114][30]\$\_DFFE\_PP\_ \\
\multicolumn{2}{l}{\textbf{Min path}} \\
Min-Delay Startpoint & PWDATA[24] \\
Type of the worst min-delay path & in2reg \\
\multicolumn{2}{l}{\textbf{Clock network}} \\
Number of H-tree branching levels & 6 \\
Number of clock sinks & 8227 \\
Insertion delay to the later sink of the worst-skew pair & 1.24 ns \\
TritonCTS clock tree & done \\
CTS buffer count & just over 800 \\
Buffer type at the clock tree root & clkbuf\_16 \\
Clock slew at reported path FFs & 0.06 ns \\
CTS Buffer Depth & 4 \\
\multicolumn{2}{l}{\textbf{Floorplan}} \\
Die boundary width & 1.01 mm \\
Number of rows created at floorplan & around 370 \\
Starting utilization of the core area & 30.1\% \\
Die height & 1.01 mm \\
Number of placed I/O pins & around 100 \\
Total Die Area & 1020000 sq um \\
Core Footprint & a little over 1000000 sq um \\
\multicolumn{2}{l}{\textbf{STA}} \\
Worst-case setup margin in the final layout & -0.453 ns \\
Number of hold-slack violations in the final timing report & 0 \\
Setup tns final & -4.28 ns \\
Fraction of the cycle the final worst path needs & 115\% \\
Maximum operating frequency & approximately 0.29 GHz \\
RSZ-0062 raised after global routing & yes \\
Max-slew headroom at the worst pin & 8.36\% \\
Number of endpoints failing setup at the final stage & 35 \\
Slew at the pin closest to its max-slew limit & 1.37 ns \\
Worst clock skew & approximately 0.084 ns \\
Final Max Tran Viols & 0 \\
Final worst path period need & 3.45 ns \\
\multicolumn{2}{l}{\textbf{Place}} \\
Number of buffers added on ports & 103 \\
Number of placed instances with taps included & 33.1k \\
Final RePlAce weighted congestion & 1.15 \\
Total half-perimeter wirelength after legalization and detailed placement & 1120 mm \\
\multicolumn{2}{l}{\textbf{Power}} \\
Combinational group share of total power & under 10\% \\
Relative contribution of sequential cells to total power & a little over half \\
Power spent charging and discharging nets & 52.2 mW \\
Power per cell area & roughly 600 nW/um\^{}2 \\
Switching Share & roughly 22\% \\
Maximum resistive drop on vdd & 0.690 mV \\
Leakage dissipation & 129 nW \\
Clock group share of total power & 42.9\% \\
Internal power & 186 mW \\
\multicolumn{2}{l}{\textbf{Route}} \\
Routed WL per cell & 44.3 um \\
Number of optimization iterations in the first detailed-route pass & 10 \\
Vias/cell & 5.85 \\
Initial detailed-routing violation count & around 20k \\
Total routed wirelength & 1550 mm \\
Total number of vias & 205k \\
DRC violation count after routing & 0 \\
Post-route ant nets & 0 \\
\multicolumn{2}{l}{\textbf{Synth}} \\
Mean post-synth cell area & between 15 and 20 sq um \\
Post-synth seq share & 81.3\% \\
Post-synth EDFFs & 8192 \\
Post-Synthesis Cell Area & 304000 sq um \\
Distinct lib cells & around 58 \\
Warnings from Yosys & 2 \\
Chip area from the yosys synthesis statistics & around 300000 sq um \\
Number of standard cells reported by yosys & between 15k and 20k \\
Flop and latch count out of synthesis & 8227 \\
Synthesized instance count & 17.3k \\
Async set or reset register ratio after synthesis & less than 1\% \\
Most common reg cell & edfxtp\_1 \\
\multicolumn{2}{l}{\textbf{Finish}} \\
Fillers & 89.4k \\
Fraction of final layout cells with drive strength greater than 1 & 26.5\% \\
Most common logic cells in the final layout & 8192 x edfxtp\_1, 2307 x buf\_4, 2214 x a22oi\_1 \\
Highest-count logic cell in the final layout & edfxtp\_1 \\
Layout-stage area growth over the synthesis result & 30.0\% \\
Tally of non-filler cells in the final layout & 35.1k \\
\multicolumn{2}{l}{\textbf{Run status}} \\
Status & finished with violations \\
Failing checks & negative setup slack \\
\multicolumn{2}{l}{\textbf{GRT}} \\
Final global-route overflow total & 0 \\
Overall track demand over capacity in global routing & approximately 32\% \\
Global-route wire length before repair & 1980 mm \\
Largest net degree at the start of global routing & 101 \\
Via count of the first global-routing pass & slightly above 200k \\
Number of antenna violations at the first check in global routing & 183 \\
\multicolumn{2}{l}{\textbf{Job}} \\
Count of warning messages emitted by the tools & 35 \\
Number of max-capacitance violations reported & 0 \\
\hline
\end{tabular}
sequential cells by signal, summed over array words and instances, names as in the netlist:
| register | count |
|---|---|
| PRDATA | 32 |
| PSLVERR | 2 |
| memory | 8192 |
| PREADY | 1 |
worst max-delay path, cell delays in order:
cell and delay (ns):
buf_12 0.13, buf_16 0.16, buf_12 0.14, buf_12 0.12, or4b_4 0.19, buf_12 0.15
buf_12 0.13, nor2_4 0.05, a22oi_2 0.85, nand4_1 0.80, or4_4 0.70, nor4_4 0.20
buf_6 0.19, a221oi_2 0.06
power by group through the flow:
stage         registers [mW]  logic, mW  clock network [mW]
finish                   126       9.64                 102
CTS                      126       8.92                 102
global route             126       9.57                 106
kinds of logic after synthesis:
logic type | count (synthesis) | share of synthesized area, %
compound gates | 3994 | 9.90
buf+inv | 1279 | 1.88
flops | 8227 | 81.3
mux | 2 | 0.00742
simple gates | 3828 | 6.91
cell usage after synthesis, types with 239 or more instances:
| cell | n | area share [%] |
|---|---|---|
| nor4_1 | 239 | 0.49 |
| o22ai_1 | 424 | 0.87 |
| a21oi_1 | 272 | 0.45 |
| nor2_1 | 284 | 0.35 |
| nor3_1 | 259 | 0.43 |
| nand3_1 | 1593 | 2.6 |
| clkbuf_1 | 572 | 0.71 |
| a22o_1 | 352 | 1.0 |
| nand4_1 | 574 | 1.2 |
| and3_1 | 360 | 0.74 |
| buf_2 | 443 | 0.73 |
| a22oi_1 | 2251 | 5.6 |
| edfxtp_1 | 8192 | 81 |
layer usage:
| layer | vias up | part of all wire (%) | routed length (um) | track usage [%] |
|---|---|---|---|---|
| met5 | - | 1.4 | 21300 | 17.0 |
| met4 | 335 | 10 | 156000 | 23.7 |
| met3 | 4389 | 23 | 351000 | 32.5 |
| met2 | 19000 | 39 | 611000 | 40.3 |
| met1 | 101000 | 27 | 413000 | 28.5 |
| li1 | 80300 | - | - | - |
per-stage QoR:
| stage | utilization (%) | instance area [sq um] | total power, mW | worst slack (ns) | hold WS (ns) |
|---|---|---|---|---|---|
| 2_1_floorplan | - | 307000 | 131 | -0.417 | 0.304 |
| 6_report | 39.1 | 395000 | 238 | -0.453 | 0.0299 |
| 3_5_place_dp | 35.9 | 362000 | 137 | -2.44 | 0.579 |
| 5_1_grt | 39.1 | 394000 | 242 | -0.235 | 0.00531 |
| 3_3_place_gp | 35.9 | 362000 | 137 | -4.36 | 0.582 |
| 4_1_cts | 38.8 | 391000 | 238 | -0.154 | 0.00149 |
what timing repair did:
item,in CTS,in global routing
pin swaps,65,105
endpoints found under the hold margin,815,1
hold buffers,31,1
cloned,6,14
endpoints found under the setup margin,56,32
gates resized,334,318
buffers inserted,87,98
layout make-up:
| cell class | count | area [sq um] | area share (%) |
|---|---|---|---|
| Clock buffer | 1033 | 21800 | 5.51 |
| Multi-Input combinational cell | 7824 | 57100 | 14.5 |
| Antenna cell | 264 | 661 | 0.167 |
| Timing Repair Buffer | 3878 | 47000 | 11.9 |
| Sequential cell | 8227 | 247000 | 62.6 |
| Inverter | 1 | 3.75 | 0.000951 |
| Clock inverter | 475 | 4530 | 1.15 |
| Tap cell | 13400 | 16700 | 4.23 |
how the worst min path moves through the flow:
stage / to / slack [ns] / cells after the start
6_report: memory[149][24]$_DFFE_PP_ / 0.03 / 1
5_1_grt: memory[149][24]$_DFFE_PP_ / 0.005 / 1
4_1_cts: memory[149][24]$_DFFE_PP_ / 0.001 / 1
Power figures rest on the tool's default switching activity, not on a simulated workload.
