$ cat run.sh
#!/bin/bash
# OpenROAD 26Q1-2900-gdf79404cd8, Yosys 0.63+post, stock flow scripts
make -C /OpenROAD-flow-scripts/flow DESIGN_CONFIG=/design/flow/config.mk WORK_HOME=/design/flow/orfs finish
$ cat config.mk
export PLATFORM = sky130hd
export DESIGN_NAME = AHB_MASTER
export DESIGN_NICKNAME = AHB_MASTER
export VERILOG_FILES = /design/flow/design.v
export SDC_FILE = /design/flow/constraint.sdc
export NUM_CORES = 4
export LEC_CHECK = 1
export CORE_AREA = 10 10 164 164
export DIE_AREA = 0 0 174 174
$ cat design.v
module AHB_MASTER #(
    parameter ADDR_WIDTH  = 32,
    parameter DATA_WIDTH  = 32,
    parameter HSIZE_VALUE = 3'b010,    
    parameter HPROT_VALUE = 4'b0011    
)(
    input  wire                   HCLK,
    input  wire                   HRESETn,
    input  wire                   HREADY,
    input  wire [1:0]             HRESP,
    input  wire [DATA_WIDTH-1:0]  HRDATA,
    input  wire                   request_write,
    input  wire                   request_read,
    input  wire [DATA_WIDTH-1:0]  write_data,
    input  wire [ADDR_WIDTH-1:0]  read_addr,
    input  wire [ADDR_WIDTH-1:0]  write_addr,
    output reg  [ADDR_WIDTH-1:0]  HADDR,
    output reg  [DATA_WIDTH-1:0]  HWDATA,
    output reg                    HWRITE,
    output reg  [2:0]             HSIZE,
    output reg  [2:0]             HBURST,
    output reg  [3:0]             HPROT,
    output reg  [1:0]             HTRANS,
    output reg  [DATA_WIDTH-1:0]  read_data,
    output reg                    error_flag
);
    localparam IDLE   = 2'b00;
    localparam BUSY   = 2'b01;
    localparam NONSEQ = 2'b10;
    localparam SEQ    = 2'b11;
    reg [1:0] state;
    always @(posedge HCLK or negedge HRESETn) begin
        if (!HRESETn) begin
            HADDR      <= {ADDR_WIDTH{1'b0}};
            HWDATA     <= {DATA_WIDTH{1'b0}};
            HWRITE     <= 1'b0;
            HSIZE      <= HSIZE_VALUE;
            HBURST     <= 3'b000;
            HPROT      <= HPROT_VALUE;
            HTRANS     <= IDLE;
            state      <= IDLE;
            read_data  <= {DATA_WIDTH{1'b0}};
            error_flag <= 1'b0;
        end else begin
            case (state)
                IDLE: begin
                    error_flag <= 1'b0;  
                    if (request_write) begin
                        HADDR  <= write_addr; 
                        HWDATA <= write_data;
                        HWRITE <= 1'b1;
                        HTRANS <= NONSEQ;
                        state  <= BUSY;
                    end else if (request_read) begin
                        HADDR  <= read_addr;
                        HWRITE <= 1'b0;
                        HTRANS <= NONSEQ;
                        state  <= BUSY;
                    end else begin
                        HTRANS <= IDLE;
                    end
                end
                BUSY: begin
                    if (HREADY) begin
                        if (HRESP == 2'b00) begin
                            if (!HWRITE) begin
                                read_data <= HRDATA;
                            end
                        end else begin
                            error_flag <= 1'b1;
                        end
                        HTRANS <= IDLE;
                        state  <= IDLE;
                    end
                end
                default: state <= IDLE;
            endcase
        end
    end
endmodule
$ cat constraint.sdc
current_design AHB_MASTER

set clk_period 6.5
set clk_io_pct 0.2

create_clock -name clk0 -period $clk_period [get_ports {HCLK}]

set non_clock_inputs [all_inputs -no_clocks]
set_input_delay [expr $clk_period * $clk_io_pct] -clock clk0 $non_clock_inputs
set_output_delay [expr $clk_period * $clk_io_pct] -clock clk0 [all_outputs]
==> impl_metrics.yaml <==
# physical design summary
status:
  status: "completed"
floorplanning:
  fp_util: 0.177
  die-area_um2: 30300
  io_pins: 245
  rows: 56
  die_h_um: 174
  die_x_um: 174
  core_um2: 23400
grt:
  track_usage: 0.0859
  antenna_found_initial: 0
  grt_pass1_vias: 3382
  overflow: 0
  grt_first_pass_wirelength_um: 20500
  grt_max_degree: 65
critical_path:
  worst-setup-path-type: "in -> reg"
  cp_max_fo: 13
  critPathCaptureType: "flip-flop"
  arrival_ns: 3.19
  startpoint_type: "input port"
  cp_data_required_time_ns: 6.73
clock_network:
  ctsHoldBuffers: 0
  cts.repair.resized: 0
  h-tree-depth: 3
  clk_latency_ns: 0.34
  clock-sinks: 101
  cts_tree: "built"
  cts-root-buf: "clkbuf_16"
  cts_setup_buffers: 0
  numCtsBuffers: 9
  cts_max_path_buffers: 2
  path_clk_slew_ns: 0.07
hold_path:
  worst_hold_path_type: "reg -> reg"
synthesis:
  synth-async-reset-ratio: 1.00
  ys_seq_share: 0.609
  area_leaders: "dfrtp_1, mux2_2, mux2i_1"
  ys.flops: 101
  synthFlopType: "dfrtp_1"
  netlist_area_um2: 4150
  yosysMostFrequentCell: "dfrtp_1"
  ys_area_um2: 4150
  yosysTopAreaCell: "dfrtp_1"
  yosys-top-cells-count: "dfrtp_1, mux2_2, nand2_1, o21ai_0, mux2i_1"
  yosys_warnings: 1
  yosysUniqueCellTypes: 20
  edf_count: 0
  yosys_cells: 308
  syn-mean-instance-area_um2: 13.5
  syn_inst: 308
  top_area_frac: 0.603
sta:
  slew_headroom: 0.527
  finalClockSkew_ns: 0.00339
  finalCriticalPeriod_ns: 2.96
  setup_tns_ns: 0
  slew_violations: 0
  fmax_mhz: 338
  hold_violations: 0
  grt_setup_unrepaired: "no"
  setup_violations: 0
  min_period_over_period: 0.455
  worst_slew_pin_slew_ns: 0.704
pwr:
  seqPwrFrac: 0.421
  finalPower_uw: 2510
  switching_share: 0.245
  comb_power_share: 0.371
  switching_power_uw: 615
  power.static_leakage_uw: 0.00299
  clkPwrFrac: 0.208
  ir_drop_v: 0.000105
  internal-power_uw: 1900
  power.density_nw_per_um2: 355
detailed_routing:
  drt_iter0_drc: 127
  final_antenna_net_count: 0
  drc: 0
  wl_per_cell_um: 15.2
  vias: 3119
  finalWirelength_um: 13100
  vias_per_cell: 3.61
  first_pass_iters: 6
  diodes: 0
cells_and_area:
  syn_to_final_growth_pct: 70.2
  final_util: 0.302
  drive_gt1_frac: 0.161
run:
  tool_warnings: 25
  drv_cap: 0
placed_design:
  portBuffers: 233
  dpl.hpwl_um: 10400
  gp_congestion: 0.777
cell families after synthesis:
group                  after synthesis  synth area share
AND/OR/NAND/NOR                     38            0.0401
flip-flops                         101             0.609
other                                2           0.00181
buffers and inverters               31            0.0485
AND-OR/OR-AND                       40            0.0494
multiplexers                        96             0.251
state kept, by name (all words and copies together), names as in the netlist:
signal and count:
HADDR 32, HWDATA 32, read_data 32, state 2
HTRANS 1, HWRITE 1, error_flag 1
area by class of cell:
cell class | count | area (µm²)
Clock buffer | 10 | 229
Clock inverter | 6 | 53.8
Fill cell | 2441 | 16300
Inverter | 3 | 11.3
Multi-Input combinational cell | 185 | 1470
Sequential cell | 101 | 2530
Tap cell | 319 | 399
Timing Repair Buffer | 240 | 2380
layer usage:
| metal | part of all wire | GRT usage | up-vias |
|---|---|---|---|
| li1 | - | - | 1505 |
| met1 | 0.42 | 0.109 | 1462 |
| met2 | 0.48 | 0.141 | 143 |
| met3 | 0.091 | 0.0348 | 9 |
| met4 | 0.013 | 0.00962 | 0 |
| met5 | 0 | 0 | - |
power groups by stage:
stage / sequential, µW / combinational, µW / clock, µW
after global routing: 1100 / 1030 / 582
after CTS: 1060 / 965 / 561
final: 1060 / 931 / 522
critical path: stages:
cell and delay, ns:
clkdlybuf4s50_1 0.54, nand2_2 0.10, nor4_4 0.54, buf_4 0.34
mux2_2 0.36
path summary, 6_finish.rpt:
| kind | slack [ns] | endpoint | cells after the start | start |
|---|---|---|---|---|
| min in group asynchronous | 0.85 | read_data[3]$_DFFE_PN0P_ | 1 | HRESETn |
| worst min register to register | 0.48 | HADDR[18]$_DFFE_PN0P_ | 2 | HADDR[18]$_DFFE_PN0P_ |
| max in group asynchronous | 4.81 | state[0]$_DFF_PN1_ | 2 | HRESETn |
| worst max-delay path | 3.54 | read_data[15]$_DFFE_PN0P_ | 5 | HREADY |
| worst max register to register | 4.57 | read_data[15]$_DFFE_PN0P_ | 3 | HWRITE$_DFFE_PN0P_ |
| worst min-delay path | 0.48 | HADDR[18]$_DFFE_PN0P_ | 2 | HADDR[18]$_DFFE_PN0P_ |
placed cells by master (no fill, tap or decap), drive strengths merged:
cell           synthesis  routed
a21boi                 1       1
a21oi                  2       2
buf                   25       9
clkbuf                 3      10
clkdlybuf4s50          0     231
clkinv                 0       2
clkinvlp               0       1
conb                   2      11
dfrtp                100     100
dfstp                  1       1
inv                    3       6
mux2                  64      64
mux2i                 32      32
nand2                 36      36
nand3b                 1       1
nor4                   1       1
o21ai                 36      36
o31ai                  1       1
stage by stage:
| step | worst slack (ns) | hold slack (ns) | instances | instance area, µm² |
|---|---|---|---|---|
| after floorplan | 4.17 | 0.426 | 317 | 4180 |
| after global placement | 3.19 | 0.461 | 848 | 6780 |
| after detailed placement | 3.16 | 0.470 | 848 | 6780 |
| after CTS | 3.54 | 0.486 | 864 | 7060 |
| after global routing | 3.42 | 0.510 | 864 | 7060 |
| final | 3.54 | 0.479 | 864 | 7060 |
Power figures rest on the tool's default switching activity, not on a simulated workload.
