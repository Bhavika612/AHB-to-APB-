==> design/flow/design.v <==
module BRIDGE #(
    parameter ADDR_WIDTH = 32,
    parameter DATA_WIDTH = 32,
    parameter IDLE        = 3'b000,
    parameter READ        = 3'b001,
    parameter RENABLE     = 3'b010,
    parameter WWAIT       = 3'b011,
    parameter WRITE       = 3'b100,
    parameter WRITE_P     = 3'b101,
    parameter WENABLE     = 3'b110,
    parameter WENABLE_P   = 3'b111
)(
    input                        hclk,
    input                        hresetn,
    input                        hselapb,
    input                        hwrite,
    input       [1:0]            htrans,
    input       [ADDR_WIDTH-1:0] haddr,
    input       [DATA_WIDTH-1:0] hwdata,
    input       [DATA_WIDTH-1:0] prdata,
    output reg  [ADDR_WIDTH-1:0] paddr,
    output reg  [DATA_WIDTH-1:0] pwdata,
    output reg                   psel,
    output reg                   penable,
    output reg                   pwrite,
    output reg                   hresp,
    output reg                   hready,
    output reg  [DATA_WIDTH-1:0] hrdata
);
    reg [2:0] present_state, next_state;
    reg [ADDR_WIDTH-1:0] haddr_temp;
    reg [DATA_WIDTH-1:0] hwdata_temp;
    reg hwrite_temp;
    reg valid;
    always @(*) begin
        valid = (hselapb == 1'b1) && (htrans == 2'b10 || htrans == 2'b11);
    end
    always @(posedge hclk or negedge hresetn) begin
        if (!hresetn)
            present_state <= IDLE;
        else
            present_state <= next_state;
    end
    always @(*) begin
        next_state = present_state;
        psel       = 1'b0;
        penable    = 1'b0;
        pwrite     = 1'b0;
        hready     = 1'b1;
        hresp      = 1'b0;
        paddr      = {ADDR_WIDTH{1'b0}};
        pwdata     = {DATA_WIDTH{1'b0}};
        hrdata     = {DATA_WIDTH{1'b0}};
        case (present_state)
            IDLE: begin
                hready = 1'b1;
                if (valid) begin
                    if (!hwrite)
                        next_state = READ;
                    else
                        next_state = WWAIT;
                end
            end
            READ: begin
                psel   = 1'b1;
                paddr  = haddr;
                pwrite = 1'b0;
                hready = 1'b0;
                next_state = RENABLE;
            end
            RENABLE: begin
                penable = 1'b1;
                hrdata  = prdata;
                hready  = 1'b1;
                if (valid) begin
                    if (!hwrite)
                        next_state = READ;
                    else
                        next_state = WWAIT;
                end else begin
                    next_state = IDLE;
                end
            end
            WWAIT: begin
                haddr_temp  = haddr;
                hwdata_temp = hwdata;
                hwrite_temp = hwrite;
                if (valid)
                    next_state = WRITE_P;
                else
                    next_state = WRITE;
            end
            WRITE: begin
                psel   = 1'b1;
                paddr  = haddr_temp;
                pwdata = hwdata_temp;
                pwrite = 1'b1;
                hready = 1'b0;
                if (valid)
                    next_state = WENABLE_P;
                else
                    next_state = WENABLE;
            end
            WRITE_P: begin
                psel   = 1'b1;
                paddr  = haddr_temp;
                pwdata = hwdata_temp;
                pwrite = 1'b1;
                hready = 1'b0;
                next_state = WENABLE_P;
            end
            WENABLE: begin
                penable = 1'b1;
                hready  = 1'b1;
                if (valid) begin
                    if (!hwrite)
                        next_state = READ;
                    else
                        next_state = WWAIT;
                end else begin
                    next_state = IDLE;
                end
            end
            WENABLE_P: begin
                penable = 1'b1;
                hready  = 1'b1;
                if (valid) begin
                    if (hwrite)
                        next_state = WRITE_P;
                    else
                        next_state = READ;
                end else if (!hwrite) begin
                    next_state = READ;
                end
            end
            default: next_state = IDLE;
        endcase
    end
endmodule
==> design/flow/run.sh <==
#!/bin/bash
# OpenROAD 26Q1-2900-gdf79404cd8, Yosys 0.63+post, stock flow scripts
make -C /OpenROAD-flow-scripts/flow DESIGN_CONFIG=/design/flow/config.mk WORK_HOME=/design/flow/orfs finish
==> design/flow/config.mk <==
export PLATFORM = sky130hd
export DESIGN_NAME = BRIDGE
export DESIGN_NICKNAME = BRIDGE
export VERILOG_FILES = /design/flow/design.v
export SDC_FILE = /design/flow/constraint.sdc
export NUM_CORES = 4
export LEC_CHECK = 1
export CORE_AREA = 10 10 132 132
export DIE_AREA = 0 0 142 142
==> design/flow/constraint.sdc <==
current_design BRIDGE

set clk_period 2.8
set clk_io_pct 0.2

create_clock -name clk0 -period $clk_period [get_ports {hclk}]

set non_clock_inputs [all_inputs -no_clocks]
set_input_delay [expr $clk_period * $clk_io_pct] -clock clk0 $non_clock_inputs
set_output_delay [expr $clk_period * $clk_io_pct] -clock clk0 [all_outputs]
==> results_tabular.tex <==
% Synthesis and place-and-route results
\begin{tabular}{lr}
\hline
Metric & Value \\
\hline
\multicolumn{2}{l}{\textbf{Synth}} \\
Commonest cells in the synthesized netlist & sky130\_fd\_sc\_hd\_\_dlxtn\_1 (64), sky130\_fd\_sc\_hd\_\_o21ai\_0 (56), sky130\_fd\_sc\_hd\_\_inv\_1 (32), sky130\_fd\_sc\_hd\_\_nor3\_1 (30) \\
Cell count in the Yosys report & 326 \\
Count of mapped cells out of synthesis & 326 \\
Dominant cell type by area after synthesis & sky130\_fd\_sc\_hd\_\_dlxtn\_1 \\
Flop and latch count out of synthesis & 72 \\
Post-synthesis cell type with the largest instance count & sky130\_fd\_sc\_hd\_\_dlxtn\_1 \\
Number of warnings printed during yosys synthesis & 1 \\
Yosys top cell area share & 33.2\% \\
Syn Std Cell Area & 2900 µm² \\
Total cell area reported by yosys after synthesis & 2900 µm² \\
Largest cells by area after synthesis & sky130\_fd\_sc\_hd\_\_dlxtn\_1 (33\%), sky130\_fd\_sc\_hd\_\_nor4b\_2 (13\%), sky130\_fd\_sc\_hd\_\_o21ai\_0 (9.7\%) \\
Fraction of registers with async set/reset & 11.1\% \\
Number of library cell types mapped by synthesis & 32 \\
Mean instance size in the synthesized netlist & 8.89 µm² \\
Flip-flop cell with the highest count after synthesis & sky130\_fd\_sc\_hd\_\_dlxtn\_1 \\
Number of enable flip-flop cells & 0 \\
\multicolumn{2}{l}{\textbf{Die}} \\
Core region area & 14500 µm² \\
Number of ports placed on the die boundary & 203 \\
Die Ht & 142 µm \\
Row Count & 44 \\
X dimension of the die & 142 µm \\
Core Util at FP & 19.9\% \\
Die area & 20200 µm² \\
\multicolumn{2}{l}{\textbf{Setup path}} \\
Buffer-and-inverter tally for the worst setup path & 1 \\
Launching point of the worst reg2reg path & present\_state[1] \\
Endpoint of the worst register-to-register path & present\_state[7] \\
CP delay by family, top & simple AND/OR/NAND/NOR gates \\
CP max stage delay & 0.67 ns \\
Kind of start point of the critical path & register \\
Cell breakdown of the critical path & or4\_4 -> nor4b\_1 -> clkdlybuf4s50\_1 \\
Crit end category & output port \\
Data arrival time of the worst path & 2.24 ns \\
Register-to-register setup slack & 1.49 ns \\
Type of the setup path with the least slack & register to output port \\
Critical path peak fanout & 11 \\
Number of cells traversed by the worst register-to-register path & 4 \\
Highest-delay cell along the critical path & sky130\_fd\_sc\_hd\_\_or4\_4 \\
Required time reported for the critical path endpoint & 2.24 ns \\
\multicolumn{2}{l}{\textbf{Layout}} \\
Core occupancy in the finished layout & 38.8\% \\
Area growth syn-to-layout & 94.8\% \\
Share of cells above drive strength 1 & 21.4\% \\
Non-filler cells in the finished layout & 703 \\
\multicolumn{2}{l}{\textbf{Route}} \\
Number of diodes added for antenna fixing & 0 \\
Mean routed wirelength per cell & 16.8 µm \\
Number of iterations in the first detailed-routing pass & 4 \\
Avg Vias per Cell & 4.54 \\
Violation count after the first detailed-route iteration & 128 \\
Via count of the routed design & 3192 \\
Routed wire length & 11800 µm \\
Detail Route Antenna Nets & 0 \\
DRC errors left & 0 \\
\multicolumn{2}{l}{\textbf{Placed design}} \\
Setup Slack @ Placement & -0.0918 ns \\
Final HPWL from detailed placement & 8530 µm \\
Last weighted congestion value of the routability-driven placer & 0.822 \\
Quantity of I/O buffers inserted on ports & 200 \\
Number of placed instances, taps included & 686 \\
\multicolumn{2}{l}{\textbf{Run}} \\
Max capacitance violation total & 0 \\
Stage-log warning count & 28 \\
\multicolumn{2}{l}{\textbf{Power}} \\
Share of total power in combinational logic & 70.2\% \\
Power per cell area & 391 nW/µm² \\
Clock Power Share & 11.0\% \\
Static power due to leakage & 0.00287 µW \\
Net load switching power & 677 µW \\
Proportion of power drawn by flip-flops and latches & 18.8\% \\
Cell Int Power & 1530 µW \\
Worst VDD drop & 0.227 mV \\
Switching part of the total power & 30.7\% \\
\multicolumn{2}{l}{\textbf{Clocking}} \\
Cts bufs inserted & 3 \\
H-tree lvl count & 1 \\
TritonCTS clock tree & built \\
Late-Pin Clk Latency & 0.23 ns \\
CTS Root Cell & sky130\_fd\_sc\_hd\_\_clkbuf\_16 \\
Max clock buf depth & 2 \\
Clock-pin transition on the worst setup and hold timing paths & 0.04 ns \\
\multicolumn{2}{l}{\textbf{Global route}} \\
Global route overflow & 0 \\
Initial antenna violation count & 0 \\
Largest net degree at the start of global routing & 65 \\
Vias in the first global route & 2984 \\
Wire length of the first global-routing pass & 16900 µm \\
Overall fraction of global-route tracks in use & 10.1\% \\
\multicolumn{2}{l}{\textbf{Worst hold path}} \\
Min-Delay Path Depth & 2 \\
Worst hold path endpoint & present\_state[5] \\
Min-delay src & present\_state[6] \\
Type of the worst min-delay path & register to register \\
\multicolumn{2}{l}{\textbf{Outcome}} \\
Run status & complete, but fails checks \\
Failing checks & negative setup slack \\
\multicolumn{2}{l}{\textbf{Timing}} \\
Post-layout minimum cycle time & 2.80 ns \\
TNS Setup & -0.000280 ns \\
RSZ-0062 raised after global routing & yes \\
Number of unconstrained endpoints & 64 \\
Post-layout period usage of the worst path & 100\% \\
Number of register pins that no clock reaches & 64 \\
Number of pins with negative max-slew slack in the final report & 0 \\
Final setup slack of the worst path & -0.000280 ns \\
Setup clock skew after layout & 0.00376 ns \\
Number of endpoints failing setup at the final stage & 1 \\
Highest Clock Rate & 357 MHz \\
Final count of hold timing violations & 0 \\
Tightest Pin Transition & 0.560 ns \\
Relative slew margins & 62.6\% \\
Hold slack & 0.559 ns \\
\hline
\end{tabular}
==> tightest hold or removal path: stages (launching register included) <==
cell and delay (ns):
sky130_fd_sc_hd__dfrtp_1 0.38, sky130_fd_sc_hd__a21oi_1 0.06, sky130_fd_sc_hd__nor2_1 0.08
==> how the worst max path moves through the flow <==
| stage | from | to | slack [ns] | cells after the start |
|---|---|---|---|---|
| CTS | present_state[2] | pwdata[18] | -0.02 | 4 |
| global route | present_state[2] | pwdata[21] | -0.08 | 4 |
| finish | present_state[2] | pwdata[3] | -0.0003 | 3 |
==> flip-flops by register name, summed over array words and instances (netlist names) <==
signal and count:
hwdata_temp 32, haddr_temp 32, present_state 8
==> cell families (layout without fill, tap and decap cells) <==
group,Yosys count,count (layout),synth area share (%)
buffers and inverters,73,266,11.5
AND/OR/NAND/NOR,112,112,36.2
other,1,1,0.129
latches,64,64,33.2
AND-OR/OR-AND,68,68,12.0
flip-flops,8,8,6.95
==> power by group through the flow <==
stage	registers, µW	logic [µW]	clock network (µW)
6_report	416	1550	243
5_1_grt	424	1690	255
4_1_cts	417	1440	248
==> per-stage QoR <==
stage | total power [µW] | area, µm²
5_1_grt | 2370 | 5640
6_report | 2210 | 5640
2_1_floorplan | 910 | 2900
3_5_place_dp | 1850 | 5110
3_3_place_gp | 1840 | 5110
4_1_cts | 2100 | 5210
==> layout make-up <==
type                            count  area [µm²]
Clock buffer                        4        78.8
Fill cell                        1365        8890
Inverter                           32         120
Multi-Input combinational cell    181        1580
Sequential cell                    72        1160
Tap cell                          184         230
Timing Repair Buffer              230        2470
==> cell usage in the layout (no fill, tap or decap), types with 2 or more instances in the layout <==
| master | n |
|---|---|
| sky130_fd_sc_hd__o21ai_2 | 15 |
| sky130_fd_sc_hd__nor2_1 | 2 |
| sky130_fd_sc_hd__dlymetal6s2s_1 | 44 |
| sky130_fd_sc_hd__o21ai_0 | 34 |
| sky130_fd_sc_hd__buf_8 | 2 |
| sky130_fd_sc_hd__inv_1 | 32 |
| sky130_fd_sc_hd__dlygate4sd2_1 | 14 |
| sky130_fd_sc_hd__dfrtp_1 | 5 |
| sky130_fd_sc_hd__or2_2 | 2 |
| sky130_fd_sc_hd__clkbuf_16 | 6 |
| sky130_fd_sc_hd__o21ai_1 | 14 |
| sky130_fd_sc_hd__a21oi_1 | 2 |
| sky130_fd_sc_hd__or4b_1 | 24 |
| sky130_fd_sc_hd__dlxtn_1 | 64 |
| sky130_fd_sc_hd__nor3_2 | 20 |
| sky130_fd_sc_hd__dfrtp_2 | 2 |
| sky130_fd_sc_hd__or4_4 | 2 |
| sky130_fd_sc_hd__and2_1 | 2 |
| sky130_fd_sc_hd__nor3_1 | 13 |
| sky130_fd_sc_hd__or4b_4 | 5 |
| sky130_fd_sc_hd__or4b_2 | 3 |
| sky130_fd_sc_hd__nor4b_2 | 25 |
| sky130_fd_sc_hd__or3_1 | 2 |
| sky130_fd_sc_hd__buf_4 | 18 |
| sky130_fd_sc_hd__clkdlybuf4s50_1 | 142 |
| sky130_fd_sc_hd__buf_12 | 6 |
| sky130_fd_sc_hd__nor4b_1 | 6 |
==> what timing repair did <==
action,4_1_cts,5_1_grt
resized,29,100
pin swaps,1,4
setup buffers,3,6
hold buffers,0,0
endpoints found under the setup margin,59,76
cloned,0,4
==> layer usage <==
metal | track usage, % | share of wire (%)
met5 | 0 | 0
met3 | 2.68 | 7.9
met1 | 14.1 | 43
met2 | 16.4 | 48
met4 | 0.377 | 0.34
Power figures rest on the tool's default switching activity, not on a simulated workload.
